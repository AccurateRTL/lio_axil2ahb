[/design/flow/design.v]
`timescale 1ps / 1ps
module lio_axil2ahb #( 
  parameter AWIDTH = 16, 
  parameter DWIDTH = 32,
  parameter SIZE_SEL_ADDR_BITS = 0    
)
(
  input   clk,
  input   rst_n,
  output  rst,
  input        [AWIDTH+SIZE_SEL_ADDR_BITS-1:0]   axil_awaddr,
  input        [2:0]            axil_awprot,
  input                         axil_awvalid,
  output logic                  axil_awready,
  input        [DWIDTH-1:0]     axil_wdata,
  input        [DWIDTH/8-1:0]   axil_wstrb,
  input                         axil_wvalid,
  output logic                  axil_wready,
  output logic [1:0]            axil_bresp,
  output logic                  axil_bvalid,
  input                         axil_bready,
  input        [AWIDTH+SIZE_SEL_ADDR_BITS-1:0]   axil_araddr,
  input [2:0]                   axil_arprot,
  input                         axil_arvalid,
  output logic                  axil_arready,
  output logic [DWIDTH-1:0]     axil_rdata,
  output logic [1:0]            axil_rresp,
  output logic                  axil_rvalid,
  input                         axil_rready,
  output logic [AWIDTH-1:0]     haddr,    
  output logic [DWIDTH-1:0]     hwdata,   
  output logic                  hsel,     
  output logic                  hwrite,   
  output logic  [1:0]           htrans,   
  output logic  [2:0]           hsize,    
  input                         hready,                           
  input       [DWIDTH-1:0]      hrdata,  
  input        [1:0]            hresp    
);
typedef enum {
    WAITING_AXIL_TRANS,
    WAITING_AXIL_WDATA,
    WAITING_AXIL_WDATA_ACK,
    WAITING_AXIL_RDATA_ACK,
    REQUESTING_AHB_WRITE,
    REQUESTING_AHB_READ,
    WRITING_AHB_DATA,
    READING_AHB_DATA
} axil2ahb_sm_states;
axil2ahb_sm_states stt;
always_comb begin
  if (stt==WAITING_AXIL_TRANS) begin
    if (axil_awvalid) begin
      axil_awready = 1'b1; 
      axil_arready = 1'b0;
    end
    else begin
      if (axil_arvalid) begin
        axil_awready = 1'b0; 
        axil_arready = 1'b1;
      end
      else begin
        axil_awready = 1'b0; 
        axil_arready = 1'b0;
      end
    end
  end
  else begin      
    axil_awready = 1'b0; 
    axil_arready = 1'b0;  
  end
end
always_ff @(posedge clk or negedge rst_n) begin
  if (!rst_n) begin
    stt          <= WAITING_AXIL_TRANS;
    haddr        <= '0;
    hwrite       <= 1'b0;
    hsel         <= 1'b0;
    axil_wready  <= 1'b0;
    axil_bvalid  <= 1'b0;
    axil_rvalid  <= 1'b0;
    hsize        <= 3'b010;
  end
  else begin
    case (stt)
      WAITING_AXIL_TRANS: begin
        if (axil_awvalid) begin
          stt          <= WAITING_AXIL_WDATA;
          axil_wready  <= 1'b1;
          haddr        <= axil_awaddr;
          hwrite       <= 1'b0;
          hsel         <= 1'b0;
        end
        else begin
          if (axil_arvalid) begin
            stt          <= REQUESTING_AHB_READ;
            haddr        <= axil_araddr;
            hwrite       <= 1'b0;
            hsel         <= 1'b1;
            if (SIZE_SEL_ADDR_BITS==2) 
              if (axil_araddr[AWIDTH+SIZE_SEL_ADDR_BITS-1:AWIDTH]<3)
                hsize        <= axil_araddr[AWIDTH+SIZE_SEL_ADDR_BITS-1:AWIDTH];
              else
                hsize        <= 3'b010;
            else
              hsize        <= 3'b010;
          end
        end  
      end
      WAITING_AXIL_WDATA: begin
        if (axil_wvalid) begin
          hwdata       <= axil_wdata;
          axil_wready  <= 1'b0;
          hsel         <= 1'b1;
          hwrite       <= 1'b1;
          if (axil_wstrb==4'hf)
            hsize   <= 3'b010;
          else
            if ((axil_wstrb==4'h3) || (axil_wstrb==4'hC))
              hsize   <= 3'b001;
            else
              if ((axil_wstrb==4'h1) || (axil_wstrb==4'h2) || (axil_wstrb==4'h4) || (axil_wstrb==4'h8))
                hsize   <= 3'b000;
              else
                hsize   <= 3'b010;
          stt <= REQUESTING_AHB_WRITE;
        end
      end
      REQUESTING_AHB_WRITE: begin
        if (hready) begin
          hwrite       <= 1'b0;
          hsel         <= 1'b0;
          stt <= WRITING_AHB_DATA;
        end
      end
      REQUESTING_AHB_READ: begin
        if (hready) begin
          hwrite       <= 1'b0;
          hsel         <= 1'b0;
          stt <= READING_AHB_DATA;
        end  
      end
      WRITING_AHB_DATA: begin
        if (hready) begin
          stt         <= WAITING_AXIL_WDATA_ACK;
          hsel        <= 1'b0;
          axil_bvalid <= 1'b1;
        end
      end
      WAITING_AXIL_WDATA_ACK: begin
        if (axil_bready) begin
          stt         <= WAITING_AXIL_TRANS;
          axil_bvalid <= 1'b0;
        end
      end
      READING_AHB_DATA: begin
        if (hready) begin
          stt         <= WAITING_AXIL_RDATA_ACK;
          hsel        <= 1'b0;
          axil_rdata  <= hrdata;
          axil_rvalid <= 1'b1;
        end
      end
      WAITING_AXIL_RDATA_ACK: begin
        if (axil_rready) begin
          stt         <= WAITING_AXIL_TRANS;
          axil_rvalid <= 1'b0;
        end
      end
      default: begin
        stt <= WAITING_AXIL_TRANS;
      end
    endcase  
  end    
end
assign htrans  = 2'b10;    
assign axil_bresp    = '0;
assign axil_rresp    = '0;
assign rst = ~rst_n;
endmodule
[/design/flow/run.sh]
#!/bin/bash
# OpenROAD 26Q1-2900-gdf79404cd8, Yosys 0.63+post, stock flow scripts
make -C /OpenROAD-flow-scripts/flow DESIGN_CONFIG=/design/flow/config.mk WORK_HOME=/design/flow/orfs finish
[/design/flow/config.mk]
export PLATFORM = sky130hd
export DESIGN_NAME = lio_axil2ahb
export DESIGN_NICKNAME = lio_axil2ahb
export VERILOG_FILES = /design/flow/design.v
export SDC_FILE = /design/flow/constraint.sdc
export NUM_CORES = 4
export LEC_CHECK = 1
export CORE_UTILIZATION = 30
[/design/flow/constraint.sdc]
current_design lio_axil2ahb

set clk_period 3.5
set clk_io_pct 0.2

create_clock -name clk0 -period $clk_period [get_ports {clk}]

set non_clock_inputs [all_inputs -no_clocks]
set_input_delay [expr $clk_period * $clk_io_pct] -clock clk0 $non_clock_inputs
set_output_delay [expr $clk_period * $clk_io_pct] -clock clk0 [all_outputs]
==> flow_metrics.tcl <==
# collected from the flow reports
set metrics [dict create \
    post_cts_buffers 0 \
    critical-path-slowest-cell "clkdlybuf4s50_1" \
    clock_sinks 95 \
    cts_resized 0 \
    clock.latency.late_pin_ns 0.34 \
    wire_per_inst_um 14.42 \
    yosysCellCount 220 \
    area_leaders "edfxtp_1 56%, dfrtp_1 21%, mux2i_1 4.9%" \
    mostFrequentLayoutCell "clkdlybuf4s50_1" \
    area_growth_pct 70.69 \
    worstPathRequired_ns 2.80 \
    routed_wl_um 8206 \
    placed_cell_area_um2 5579 \
    die_w_um 109.2 \
    worstPathCellList "clkdlybuf4s50_1 > nand3b_1 > inv_1 > clkdlybuf4s50_1" \
    dp_hpwl_um 6228 \
    lay_top_cells "197 x clkdlybuf4s50_1, 64 x edfxtp_1, 29 x dfrtp_1, 27 x o21ai_0, 25 x nand2_1" \
    grt_pass1_wl_um 12080 \
    drv_cap 0 \
    period_minus_slack_ns 2.715 \
    grt_max_degree 33 \
    final_util_pct 53.38 \
    clockRootBuffer "clkbuf_16" \
    drv_slew 0 \
    htree_levels 3 \
    clkSlewWorstSetupHoldPaths_ns 0.07 \
    vias 2471 \
    ys_warn_count 1 \
    design_area_um2 5888 \
    setup_viol 0 \
    yosys-stat-area_um2 3450 \
    synthCells 220 \
    chip_area_um2 11930 \
    edf_count 64 \
    fp_util_pct 31.27 \
    synth_cell_type_count 26 \
    final.period_utilization_pct 77.57 \
    holdBufCountCts 0 \
    setup_tns_ns 0 \
    top_area_cell "edfxtp_1" \
    port_buffers 197 \
    antenna_found_initial 0 \
    synth-async-reset-ratio_pct 32.63 \
    power_density_nw_per_um2 532.0 \
    clk_path_buf_depth 2 \
    hold_ws_ns 0.4790 \
    slowest_delay_ns 0.49 \
    p_leak_nw 2.238 \
    ios 213 \
    crit_path_frequent_cell "clkdlybuf4s50_1" \
    arrival_ns 2.02 \
    warning_count 33 \
    syn_area_um2 3450 \
    core_um2 11030 \
    ys.flop_type "edfxtp_1" \
    rsz0062_at_grt "false" \
    syn_avg_cell_area_um2 15.68 \
    clock.fmax_mhz 368.3 \
    drt_iter0_drc 70 \
    fp-row-count 38 \
    cts_buffers 9 \
    irDropWorstVdd_uv 304.1 \
    drive_gt1_share_pct 7.692 \
    die_h_um 109.2 \
    outcome "completed" \
    netlist.area_leader.share_pct 55.71 \
    critPathKind "in -> out" \
    first_global_vias 2240 \
    tritoncts "built" \
    hold_class "reg -> reg" \
    numSynthFlops 95 \
    fin_skew_ns 0.008098 \
    drc_errors 0 \
    grt_util_all_layers_pct 13.97 \
    diodes 0 \
    overflow 0 \
    viasPerCell 4.343 \
    crit_path_end_kind "output pin" \
    globalplace.congestion 0.8179 \
    drt_first_pass_iters 4 \
    finalPower_mw 3.132 \
    critPathMaxFanout 6 \
    ys_seq_share_pct 78.27 \
    hold_viol_final 0 \
    antenna_left 0 \
    start_kind "input pin" \
]
flip-flops by register name, indices dropped and copies added (netlist names), named ones only:
name	count
axil_rdata	32
haddr	16
stt	6
hwdata	32
hsize	2
axil_wready	1
hsel	1
axil_rvalid	1
hwrite	1
axil_bvalid	1
cell type report:
class                      instances  area, um^2
fill                             948        5142
multi-input combinational        109       668.1
clock inverter                     7       83.83
sequential                        95        2700
inverter                           7       26.28
clock buffer                       9       225.2
timing repair buffer             202        2009
tap                              140       175.2
cells by family (layout without fill, tap and decap cells):
family	count (synthesis)	after routing	share of synthesized area, %
compound gates	37	37	5.912
other cells	2	7	0.2177
flops	95	95	78.27
mux	21	21	6.238
xor+xnor	1	1	0.2539
buf+inv	21	225	3.155
simple gates	43	43	5.948
worst max-delay path: cells and delay by family:
| family | cells | cell delay (ns) |
|---|---|---|
| buffers and inverters | 3 | 1.04 |
| and+or+nand+nor | 1 | 0.28 |
Yosys cell counts, types with 2 or more instances:
library cell / instances
nand2_1: 25
mux2i_1: 17
a22o_1: 3
nand3_1: 2
buf_2: 3
nor2_1: 6
dfstp_2: 2
dfrtp_1: 29
o21ai_0: 28
buf_4: 7
inv_1: 7
a21oi_1: 4
conb_1: 2
mux2_2: 4
nand2b_1: 4
edfxtp_1: 64
clkbuf_1: 4
metal layers:
metal,track usage (%),vias to the layer above,share of wire [%]
met2,22.06,116,49
met3,4.022,6,9.5
met5,0,-,0
li1,-,1190,-
met4,1.810,0,1.1
met1,20.74,1159,40
power breakdown:
| group | switching, mW | internal, mW | total, mW |
|---|---|---|---|
| clock | 0.432 | 0.568 | 0.999 |
| combinational | 0.195 | 0.463 | 0.658 |
| sequential | 0.0938 | 1.38 | 1.48 |
| total | 0.720 | 2.41 | 3.13 |
through the flow:
stage          std cells  worst slack (ns)
6_report             569            0.7850
4_1_cts              569            0.7826
3_3_place_gp         553            0.7899
3_5_place_dp         553            0.7925
2_1_floorplan        225            0.6449
5_1_grt              569            0.6863
path summary, 6_finish.rpt:
path | start | to | slack (ns) | cells past startpoint
setup / recovery | axil_awvalid | axil_arready | 0.78 | 4
min in group asynchronous | rst_n | async pin | 0.80 | 2
max in group asynchronous | rst_n | stt[0] | 2.39 | 2
setup reg to reg | flop | hsel | 1.92 | 3
hold / removal | haddr[14] | haddr[14] | 0.48 | 2
hold reg to reg | haddr[14] | haddr[14] | 0.48 | 2
No activity file was given, so power comes from the tool's default toggle rates.
